<file path="/design/flow/run.sh">
#!/bin/bash
# OpenROAD 26Q1-2900-gdf79404cd8, Yosys 0.63+post, stock flow scripts
make -C /OpenROAD-flow-scripts/flow DESIGN_CONFIG=/design/flow/config.mk WORK_HOME=/design/flow/orfs finish
</file>
<file path="/design/flow/config.mk">
export PLATFORM = sky130hd
export DESIGN_NAME = blinky
export DESIGN_NICKNAME = blinky
export VERILOG_FILES = /design/flow/design.v
export SDC_FILE = /design/flow/constraint.sdc
export NUM_CORES = 4
export LEC_CHECK = 1
export CORE_AREA = 10 10 113 113
export DIE_AREA = 0 0 123 123
</file>
<file path="/design/flow/constraint.sdc">
current_design blinky

set clk_period 6.1
set clk_io_pct 0.2

create_clock -name clk0 -period $clk_period [get_ports {clk}]

set non_clock_inputs [all_inputs -no_clocks]
set_input_delay [expr $clk_period * $clk_io_pct] -clock clk0 $non_clock_inputs
set_output_delay [expr $clk_period * $clk_io_pct] -clock clk0 [all_outputs]
</file>
<file path="/design/flow/design.v">
module blinky ( 
   led,
   clk, rst_n
   );
   input clk;
   input rst_n;
   output wire led;
   parameter COUNTER_BITS=32;   
   parameter LED_TAP = 26;
   reg [COUNTER_BITS-1:0] counter;
   always @(posedge clk or negedge rst_n) begin
      if(rst_n == 1'b0) begin
	 counter <= {COUNTER_BITS{1'b0}};
      end
      else begin
	 counter <= counter + 1;	 
      end
   end
   assign led = counter[LED_TAP];   
endmodule  
</file>
==> results.cfg <==
; physical design summary
[status]
status = complete, no violations

[hold_path]
worstHoldPathType = reg -> reg
hold_path_startpoint = counter[0]

[synthesis]
ys_cells = 103
area_leaders = dfrtp_1 (57%), xor2_1 (10%), xnor2_1 (8.1%)
top_area_share_pct = 57.1
yosysChipArea_um2 = 1180
synth_top_cell_by_area = dfrtp_1
avgSynthCellArea_um2 = 11.5
ys_warn_count = 1
syn_inst = 103
synth.cell_area_um2 = 1180
synth.distinct_cells = 19
ys_seq_share_pct = 57.1
ys.flops = 27

[die]
fp.dieW_um = 123
fp_util_pct = 11.5
die_h_um = 123
core_area_um2 = 10300
die_area_um2 = 15100
ios = 3
rows = 37

[grt]
grt_pass1_wl_mm = 3.39
grt_pass1_vias = 756
grtUsageTotal_pct = 2.69
antenna_found_initial = 0
grt_max_degree = 28
overflow = 0

[cells_and_area]
nFillCells = 1136
syn2layout_area_growth_pct = 19.9
largestRegisters = counter x27
drive_above_1_share_pct = 7.34
mostFrequentLayoutCells = dfrtp_1 (27), xor2_1 (14), xnor2_1 (11), nand3_1 (10), nand2_1 (9)
largest_register_ffs = 27
max_flop_register = counter
layout.cells.most_common = dfrtp_1

[timing]
clock.fmax_mhz = 428
finClkSkew_ns = 0.0115
slew_headroom_pct = 66.5
fin_setup_tns_ns = 0
fin_ws_ns = 3.76
finalHoldViolCount = 0
finalSetupViolCount = 0
rsz0062_at_grt = no
finalCritPeriodShare_pct = 38.3
post-route-min-period_ns = 2.34
report.final.slew_viol_count = 0
worst_pin_slew_ns = 0.499

[clocking]
path_clk_slew_ns = 0.10
cts.sink_count = 27
postCtsSetupRepairBufs = 0
tritoncts = built
insertion_delay_ns = 0.27
ctsResizeCount = 0
cts_hold_buf = 0
cts_root_buf = clkbuf_8
htree_levels = 1
clockBufferDepth = 2
numCtsBuffers = 3

[power]
p_leak_uw = 0.000582
peakVddDrop_mv = 0.0879
powerDensity_nw_per_um2 = 201

[route]
antenna_cells = 0
first_pass_iters = 4
met1_length_um = 872
wl_per_cell_um = 7.44
wl_mm = 1.82
dr_wl_met3_um = 129
routed_via_density = 3.00
vias = 735
drt_iter0_drc = 32
wl_met2_um = 804
top_layer = met4
ant_nets = 0
drc = 0

[critical_path]
cp_cell_sequence = clkdlybuf4s50_1
required_ns = 4.88
endpoint_kind = output port
r2r-start = counter[0]
max_stage_delay_ns = 0.47
worst-path-buf-inv = 1
cp-start-kind = flop
crit_slowest_cell = clkdlybuf4s50_1
crit_family = buffers and inverters
crit_fanout = 2
setup.worst_path.start = counter[26]
critPathKind = reg -> out
worst_ep_arrival_time_ns = 1.12

[flow_run]
drv_cap = 0
warnings = 25

[place]
io_buffers = 2
hpwl_mm = 1.31
pre_cts_slack_ns = 4.05
gp_congestion = 0.677
cell type report:
| type | instances | area, um2 | area share [%] |
|---|---|---|---|
| Timing Repair Buffer | 3 | 27.5 | 1.94 |
| Clock buffer | 3 | 41.3 | 2.91 |
| Clock inverter | 1 | 7.51 | 0.530 |
| Multi-Input combinational cell | 73 | 488 | 34.4 |
| Inverter | 2 | 7.51 | 0.530 |
| Tap cell | 136 | 170 | 12.0 |
| Sequential cell | 27 | 676 | 47.7 |
cell usage after synthesis (all sizes together):
cell	instances
dfrtp	27
xor2	14
xnor2	11
nand3	10
nand2	9
nor2	7
nand4	5
nor3	5
nor4	5
or2	3
inv	2
and3	1
and4	1
buf	1
ha	1
nand2b	1
logic make-up (layout without fill, tap and decap cells):
| kind of cell | Yosys count | count (layout) | synth area share [%] |
|---|---|---|---|
| xor+xnor | 25 | 25 | 18.5 |
| fa+ha+maj | 1 | 1 | 1.06 |
| buf+inv | 3 | 9 | 1.59 |
| flops | 27 | 27 | 57.1 |
| simple gates | 47 | 47 | 21.7 |
worst paths after layout:
path	end	slack, ns	cells past startpoint
max reg2reg	counter[22]	4.47	5
max	led	3.76	1
min reg2reg	counter[0]	0.47	1
min	counter[0]	0.47	1
max in group asynchronous	counter[6]	4.53	2
min in group asynchronous	counter[26]	1.30	2
report_power, final:
group,total (uW),internal (uW),switching [uW]
combinational,4.33,0.980,3.35
clock,102,46.3,56.1
sequential,179,179,0
total,286,226,59.4
routing by layer:
| metal | GRT usage (%) | vias up |
|---|---|---|
| li1 | - | 362 |
| met5 | 0 | - |
| met2 | 4.12 | 6 |
| met4 | 0.218 | 0 |
| met1 | 3.52 | 365 |
| met3 | 1.34 | 2 |
per-stage QoR:
stage	power (uW)	util, %	hold slack, ns	instances	area, um2
final	286	13.7	0.471	245	1420
after global routing	299	13.7	0.490	245	1420
after CTS	290	13.7	0.476	245	1420
after detailed placement	187	13.3	0.460	241	1370
after global placement	187	13.3	0.450	241	1370
after floorplan	182	-	0.422	103	1180
worst register-to-register path, cell delays in order, from the launching register on:
cell and delay [ns]:
dfrtp_1 0.39, ha_1 0.23, nand2_1 0.12, or2_1 0.32, nor4_1 0.34, xor2_1 0.17
Power figures rest on the tool's default switching activity, not on a simulated workload.
